==> design.v <==
module RandomNumberGenerator(clk, rst, Rout, Gout, Bout, Key_ready);
    input wire clk;
    input wire rst;
    output reg [7:0] Rout;
    output reg [7:0] Gout;
    output reg [7:0] Bout;
    output reg Key_ready;
    wire Rout_bit;
    wire Gout_bit;
    wire Bout_bit;
    reg[15:0] Rlfsr;
    reg[15:0] Glfsr;
    reg[15:0] Blfsr;
    reg [2:0] bit_count;
    wire Rfeedback_lfsr;
    wire Gfeedback_lfsr;
    wire Bfeedback_lfsr;
    wire Rout_lfsr;
    wire Gout_lfsr;
    wire Bout_lfsr;
    reg signed [15:0] x; 
    reg signed [31:0] x_square; 
    reg signed [31:0] x_mult;  
    reg signed [15:0] x_next;
    wire out_chaotic;
    assign Rfeedback_lfsr = Rlfsr[15] ^ Rlfsr[13] ^ Rlfsr[12] ^ Rlfsr[10]; 
    assign Gfeedback_lfsr = Glfsr[15] ^ Glfsr[13] ^ Glfsr[12] ^ Glfsr[10]; 
    assign Bfeedback_lfsr = Blfsr[15] ^ Blfsr[13] ^ Blfsr[12] ^ Blfsr[10]; 
    assign Rout_lfsr = Rlfsr[15];
    assign Gout_lfsr = Glfsr[15];
    assign Bout_lfsr = Blfsr[15];
    assign out_chaotic = x_next[15];
    assign Rout_bit = Rout_lfsr ^ out_chaotic;
    assign Gout_bit = Gout_lfsr ^ out_chaotic;
    assign Bout_bit = Bout_lfsr ^ out_chaotic;
    always @(posedge clk or posedge rst) begin
        if (rst) begin
            Rlfsr <= 16'b0000000000000001;
            Glfsr <= 16'b0000000000000010;
            Blfsr <= 16'b0000000000000011;
            x <= 16'sh7EF0;                          
            Rout <= 8'b0;
            Gout <= 8'b0;
            Bout <= 8'b0;
            Key_ready <= 0;
            bit_count <=0;
            x_square <= 0;
            x_next <= 0;
            x_mult <= 0;
        end
        else begin
            Rlfsr <= {Rlfsr[14:0], Rfeedback_lfsr};
            Glfsr <= {Glfsr[14:0], Gfeedback_lfsr};
            Blfsr <= {Blfsr[14:0], Bfeedback_lfsr};
            Rout <= {Rout[6:0], Rout_bit};
            Gout <= {Gout[6:0], Gout_bit};
            Bout <= {Bout[6:0], Bout_bit};
            if (bit_count == 3'd7) begin
                Key_ready <= 1;   
                bit_count <= 0;
            end 
            else begin
                Key_ready <= 0;
                bit_count <= bit_count + 1;
            end
            x_square <= x * x;                        
            x_mult <= x_square <<< 1;                 
            x_next <= 16'sh7FFF - x_mult[30:15];      
            x <= x_next;
        end
    end
endmodule
==> run.sh <==
#!/bin/bash
# OpenROAD 26Q1-2900-gdf79404cd8, Yosys 0.63+post, stock flow scripts
make -C /OpenROAD-flow-scripts/flow DESIGN_CONFIG=/design/flow/config.mk WORK_HOME=/design/flow/orfs finish
==> config.mk <==
export PLATFORM = sky130hd
export DESIGN_NAME = RandomNumberGenerator
export DESIGN_NICKNAME = RandomNumberGenerator
export VERILOG_FILES = /design/flow/design.v
export SDC_FILE = /design/flow/constraint.sdc
export NUM_CORES = 4
export LEC_CHECK = 1
export CORE_UTILIZATION = 50
==> constraint.sdc <==
current_design RandomNumberGenerator

set clk_period 9.4
set clk_io_pct 0.2

create_clock -name clk0 -period $clk_period [get_ports {clk}]

set non_clock_inputs [all_inputs -no_clocks]
set_input_delay [expr $clk_period * $clk_io_pct] -clock clk0 $non_clock_inputs
set_output_delay [expr $clk_period * $clk_io_pct] -clock clk0 [all_outputs]
==> ci_impl_report.md <==
## PnR job results

| Metric | Value |
|---|---|
| Worst-path clk slew | `0.06 ns` |
| Share of cells above drive strength 1 | `5.33%` |
| Routed Antenna Nets | `0` |
| Pre-CTS WS | `3.00 ns` |
| Critical Path RT | `9.71 ns` |
| # Cells Yosys | `1106` |
| Sw Ratio | `20.1%` |
| Root Driver | `clkbuf_16` |
| Clock latency (worst-skew pair) | `0.40 ns` |
| Starting DRT DRC Count | `roughly 270` |
| Fin Setup TNS | `0 ns` |
| Grt total ovfl | `0` |
| Seq pwr share | `46.5%` |
| Die Ht | `158 microns` |
| Yosys Chip Area | `12100 sq um` |
| Clock skew | `approximately 0.011 ns` |
| Count of different cell masters after synthesis | `47` |
| Row count | `56` |
| Switch Pwr | `0.261 mW` |
| Port Buf Inserts | `26` |
| Number of enable flip-flop cells | `0` |
| Sequential share of the synthesized area | `between 20% and 30%` |
| Cell count after synthesis | `1106` |
| Drt drc | `0` |
| Final setup vio count | `0` |
| Fmax | `0.156 GHz` |
| Initial antenna violation count | `0` |
| CTS sink count | `140` |
| Synth-to-Final Area Change | `10.1%` |
| Final slew viol count | `0` |
| GRT Overall Usage | `22.0%` |
| PostCTS Resize Cnt | `0` |
| Final Hold Vio Count | `0` |
| DIE AREA | `about 25000 sq um` |
| Syn_area_per_cell | `11.0 sq um` |
| Core ar. | `23600 sq um` |
| # IOs | `27` |
| First-pass GRT wire length | `38.5 mm` |
| Combinational Power Share | `less than 1%` |
| Cell area leaders | `fa_1, dfrtp_1, inv_1` |
| R2r worst-path depth | `18` |
| Antenna cells | `0` |
| Num CTS Buffers | `17` |
| Post-route minimum period | `6.41 ns` |
| Log Warnings | `29` |
| Unrepaired setup endpoints after global routing | `no` |
| Post-Route WL | `21.9 mm` |
| Avg WL per Cell | `15.0 microns` |
| CTS tree | `yes` |
| H-tree depth | `4` |
| Max-area cell share | `36.6%` |
| Fp_density | `51.4%` |
| Fin crit share | `around 68%` |
| Most frequent cell after synthesis | `inv_1` |
| Worst setup EP type | `register` |
| Largest net degree at the start of global routing | `82` |
| Die Width | `158 microns` |
| Pre-Repair DR Iteration Count | `4` |
| Clock share of power | `around 53%` |
| Post-synth ARST share | `100%` |
| Least-Margin Pin Slew | `0.753 ns` |
| Fill count | `2003` |
| Power per cell area | `between 90 and 100 nW/um^2` |
| Hold Path Stages | `0` |
| Ys flops | `around 140` |
| Post-synth top cells | `inv_1, fa_1, dfrtp_1` |
| Hold Crit Class | `register to register` |
| Gp weighted congestion | `between 0.9 and 1` |
| Final core area utilization | `about 57%` |
| # hold bufs at CTS | `0` |
| Critical Path Fanout Max | `17` |
| Vias | `6882` |
| Max Buffers Root-to-Sink | `2` |
| VDD IR-drop max | `roughly 0.16 mV` |
| Post-Syn Area | `12100 sq um` |
| MI comb area | `7240 sq um` |
| CP Data Arrival Time | `6.72 ns` |
| Area taken by flip-flops and latches | `3520 sq um` |
| Slew headroom | `49.8%` |
| Crit path kind | `register to register` |
| DP HPWL | `17.7 mm` |
| P_int | `1.04 mW` |
| Post-CTS setup buffer count | `0` |
| Via density | `4.70` |
| Post-synth top flop | `dfrtp_1` |
| MaxCap Viol Count | `0` |
| Worst hold margin | `between 0.3 and 0.4 ns` |
| Synthesis warning total | `1` |
| Run status | `finished, final reports clean` |
| Vias in the first global route | `7699` |
| Largest area contributor in the netlist | `fa_1` |
| Worst setup SP type | `register` |
| Leakage dissipation | `6.87 nW` |
| Final WS setup | `2.99 ns` |
==> worst max-delay path, stage by stage, from the launching register on <==
cell	delay (ns)
dfrtp_1	0.66
inv_2	0.39
nor2_1	0.12
fa_1	0.71
inv_1	0.14
fa_1	0.58
fa_1	0.45
fa_1	0.57
fa_1	0.43
fa_1	0.49
inv_1	0.04
ha_1	0.36
a21oi_1	0.25
nand2_1	0.07
a221oi_1	0.39
o21ai_1	0.09
a21oi_1	0.25
o31ai_1	0.14
xnor2_1	0.20
==> stage by stage <==
stage	cell area, sq um	power [mW]	cells
floorplan	12100	0.623	1106
detailed placement	12700	0.627	1432
global placement	12700	0.626	1432
global route	13400	1.35	1464
finish	13400	1.30	1464
CTS	13400	1.31	1464
==> power groups by stage <==
stage / sequential, mW / combinational (mW) / clock [mW]
after CTS: 0.603 / 0.0128 / 0.699
after global routing: 0.603 / 0.0146 / 0.733
final: 0.603 / 0.0118 / 0.683
==> layout by cell type, fill, tap and decap left out, types with 3 or more instances in the layout <==
cell	Yosys	final
fa_1	222	222
clkbuf_16	0	17
nor2_1	35	35
o21a_1	4	4
a21oi_1	25	25
dfrtp_1	126	126
clkdlybuf4s50_1	0	26
xor2_1	18	18
nor2b_1	3	3
bufinv_16	0	3
and2_1	34	34
inv_8	0	3
ha_1	86	86
nand3_1	6	6
inv_2	3	3
xnor2_1	31	31
inv_6	0	4
buf_4	0	3
nand2b_1	4	4
o21ai_1	5	5
a21o_1	6	6
nor3_1	3	3
nand4_1	5	5
nand2_1	82	82
inv_1	339	338
dfstp_2	14	14
==> area by class of cell <==
class / instances / area share [%]
clock inverter: 13 / 1.35
tap: 319 / 2.99
timing repair buffer: 29 / 2.12
inverter: 343 / 9.68
sequential: 140 / 26.4
clock buffer: 19 / 3.32
multi-input combinational: 601 / 54.2
==> metal layers <==
metal | vias up | track usage, % | wire [microns]
met5 | - | 0 | 0
met4 | 0 | 3.24 | 354
met1 | 3432 | 34.7 | 9430
met2 | 183 | 32.6 | 10500
met3 | 23 | 7.94 | 1630
li1 | 3244 | - | -
==> final timing paths <==
kind,startpoint,end,slack (ns)
setup / recovery,x[15],x_square[29],2.99
hold / removal,x_square[15],x_mult[16],0.34
setup reg to reg,x[15],x_square[29],2.99
hold reg to reg,x_square[15],x_mult[16],0.34
max in group asynchronous,rst,Rlfsr[13],6.21
min in group asynchronous,rst,x_mult[15],2.01
==> registers in the layout, indices dropped and copies added, names as in the netlist <==
name,flops
Blfsr,16
Glfsr,16
Rlfsr,16
x,16
x_mult,16
x_next,16
x_square,16
Bout,8
Gout,8
Rout,8
bit_count,3
Key_ready,1
==> kinds of logic after synthesis <==
family                   after synthesis  share of synthesized area (%)
flip-flops                           140                           29.0
adder cells (fa/ha/maj)              308                           45.5
buffers and inverters                365                           11.3
AND/OR/NAND/NOR                      177                           6.63
multiplexers                           2                          0.175
XOR/XNOR                              49                           3.54
AND-OR/OR-AND                         65                           3.80
No activity file was given, so power comes from the tool's default toggle rates.
