[flow/config.mk]
export PLATFORM = sky130hd
export DESIGN_NAME = quadratic
export DESIGN_NICKNAME = quadratic
export VERILOG_FILES = /design/flow/design.v
export SDC_FILE = /design/flow/constraint.sdc
export NUM_CORES = 4
export LEC_CHECK = 1
export CORE_UTILIZATION = 50
[flow/constraint.sdc]
current_design quadratic

set clk_period 16.5
set clk_io_pct 0.2

create_clock -name clk0 -period $clk_period [get_ports {clk}]

set non_clock_inputs [all_inputs -no_clocks]
set_input_delay [expr $clk_period * $clk_io_pct] -clock clk0 $non_clock_inputs
set_output_delay [expr $clk_period * $clk_io_pct] -clock clk0 [all_outputs]
[flow/design.v]
module quadratic(clk, rst, out);
    input wire clk;
    input wire rst;
    output wire [15:0]out;
    reg signed [15:0] x; 
    wire signed [31:0] x_square;  
    wire signed [31:0] x_mult;
    wire signed [15:0] x_next;
    assign x_square = x * x;         
    assign x_mult = x_square <<< 1;  
    assign x_next = 16'sh7FFF - x_mult[30:15];   
    assign out = x_next;
    always @(posedge clk or posedge rst) begin
        if(rst) begin
            x <= 16'sh7EF0;       
        end
        else begin
            x <= x_next;
        end
    end
endmodule
[flow/run.sh]
#!/bin/bash
# OpenROAD 26Q1-2900-gdf79404cd8, Yosys 0.63+post, stock flow scripts
make -C /OpenROAD-flow-scripts/flow DESIGN_CONFIG=/design/flow/config.mk WORK_HOME=/design/flow/orfs finish
==> impl_metrics.csv <==
group,metric,value,unit
status,status,"finished clean",
job,cap_violations,0,
floorplan,fp-row-count,47,
grt,grt_usage,0.2573,
pwr,peakVddDrop,0.04665,mV
clocking,cts.repair.resized,0,
grt,top_usage_layer,"met1",
yosys,synth-main-ff-cell,"dfstp_2",
yosys,synth-edff-count,0,
final_layout,final_core_util,0.5472,
floorplan,die_w,134.3,µm
place,place.gp.congestion,0.9336,
final_layout,design_area,9204,µm²
grt,grt_max_degree,21,
clocking,cts_buffer_depth,2,
floorplan,dieHeight,134.3,µm
grt,grt_util_met1,0.4433,
drt,viasPerCell,4.904,
yosys,yosysWarnings,1,
yosys,synth_stat.cells,941,
grt,gr-usage-met2,0.3377,
final_timing,setup_viol,0,
final_timing,worstMarginPinSlew,669.8,ps
drt,antenna_left,0,
drt,wire_per_inst,16.23,µm
place,place_area,9115,µm²
grt,grt_pass1_wl,32550,µm
final_layout,register_area,412.9,µm²
final_layout,lay_top_count,"inv_1",
place,post-place-ws,6080,ps
setup_path,path_class,"reg -> out",
final_layout,area_growth_syn_to_layout,5.221,%
grt,global_route.overflow_total,0,
setup_path,crit_required,13200,ps
place,portBuffers,17,
yosys,synth_cell_type_count,47,
final_layout,fillCellCount,1548,
final_layout,drive_gt1_frac,0.02444,
final_timing,period_needed,10680,ps
clocking,cts_sinks,16,
drt,first_pass_iters,5,
final_timing,skew,4.481,ps
final_timing,max_freq,93.59,MHz
floorplan,ios,18,
clocking,cts_root_buffer,"clkbuf_16",
yosys,synth-async-reset-ratio,1.000,
clocking,cts_tree,"yes",
final_layout,reg.largest.list,"x (16)",
yosys,top_area_cell,"fa_1",
drt,antenna_cells,0,
grt,grt_pass1_vias,6327,
yosys,syn_area_per_cell,9.296,µm²
floorplan,dieArea,18030,µm²
final_layout,largest_register_ffs,16,
yosys,area_leaders,"fa_1 51%, inv_1 13%, ha_1 12%",
clocking,cts_htree_levels,1,
setup_path,cp-end-kind,"output pin",
final_timing,hold_viol,0,
final_layout,logic_area,7078,µm²
clocking,cts_buffers,3,
final_timing,finalClockPeriodUsage,0.6475,
yosys,ys_seq_frac,0.04720,
pwr,power_density,10.13,nW/µm²
final_layout,layout_top_cells,"310 x inv_1, 223 x fa_1, 83 x ha_1, 82 x nand2_1, 44 x nor2_1",
job,warning_count,29,
setup_path,path_max_fanout,16,
floorplan,fp_util,0.5201,
final_timing,layout_setup_ws,5815,ps
clocking,clk_latency,250,ps
clocking,cts.clk_slew.worst_paths,50,ps
grt,antenna_found_initial,0,
final_timing,slew_viol_final,0,
final_timing,slew_headroom,0.5530,
final_timing,hold_ws,1429,ps
final_layout,layoutNonFillerInstCount,1161,
final_timing,final.setup.tns,0,ps
final_layout,largest_register,"x",
yosys,ys.flops,16,
yosys,top_cell_area_share,0.5104,
drt,wl,18850,µm
yosys,synth_cells,941,
drt,drcViolationCount,0,
clocking,cts_setup_buffers,0,
clocking,hold_buffers,0,
yosys,ys_area,8747,µm²
place,hpwlAfterDp,16470,µm
hold_path,min_path_type,"reg -> reg",
setup_path,critPathArrivalTime,7380,ps
yosys,synth.cell_area,8747,µm²
drt,vias,5694,
grt,use_met3,0.1196,
pwr,total_power,93.20,µW
pwr,p_leak,4.809,nW
floorplan,core-area,16820,µm²
final_timing,rsz0062_at_grt,"false",
drt,drt_iter0_markers,225,
setup_path,start_kind,"flip-flop",
place,place_inst,1157,
==> area by class of cell <==
cell class | count | area share
multi-input combinational | 591 | 0.7690
inverter | 312 | 0.1272
sequential | 16 | 0.04486
tap | 220 | 0.02991
timing repair buffer | 18 | 0.01930
clock buffer | 4 | 0.009652
==> kinds of logic after synthesis <==
| group | share of synthesized area |
|---|---|
| AND-OR/OR-AND | 0.04477 |
| XOR/XNOR | 0.03504 |
| adder cells (fa/ha/maj) | 0.6291 |
| buffers and inverters | 0.1436 |
| flip-flops | 0.04720 |
| multiplexers | 0.002432 |
| AND/OR/NAND/NOR | 0.09784 |
==> cell usage after synthesis (3+ instances only) <==
| master | instances |
|---|---|
| nand4_1 | 7 |
| nand2_1 | 82 |
| ha_1 | 83 |
| a21o_1 | 4 |
| nor3_1 | 4 |
| nor2_1 | 44 |
| inv_1 | 310 |
| o21ai_1 | 4 |
| clkbuf_1 | 20 |
| xor2_1 | 6 |
| nand2b_1 | 4 |
| xnor2_1 | 29 |
| a21oi_1 | 19 |
| and2_1 | 35 |
| dfstp_2 | 10 |
| dfrtp_1 | 6 |
| o21ai_0 | 12 |
| a31oi_1 | 3 |
| fa_1 | 223 |
| and3_1 | 3 |
==> layer usage <==
| metal | part of all wire | routed length, µm |
|---|---|---|
| met1 | 0.47 | 8782 |
| met2 | 0.42 | 7823 |
| met3 | 0.11 | 2139 |
| met4 | 0.0055 | 103 |
| met5 | 0 | 0 |
==> where the power goes <==
group	total (mW)	switching, mW	internal [mW]
clock	0.0527	0.0159	0.0368
sequential	0.0394	0	0.0394
combinational	0.00105	0.000831	0.000218
total	0.0932	0.0167	0.0765
==> final timing paths <==
path / endpoint / slack, ps / depth (start not counted) / start
hold reg to reg: x[5] / 1430 / 6 / x[0]
setup / recovery: out[15] / 5820 / 18 / x[15]
max in group asynchronous: x[2] / 12620 / 2 / rst
min in group asynchronous: x[8] / 3450 / 2 / rst
hold / removal: x[5] / 1430 / 6 / x[0]
setup reg to reg: x[15] / 9770 / 17 / x[15]
==> critical path, stage by stage (launching register included) <==
cell	delay, ps
dfrtp_1	590
inv_2	350
nor2_1	100
fa_1	660
inv_1	150
fa_1	820
inv_1	150
fa_1	480
fa_1	570
fa_1	430
fa_1	450
ha_1	420
nand4_1	140
or4_1	550
o211ai_2	220
and2_4	190
a41oi_2	120
xnor2_1	210
clkdlybuf4s50_1	510
Power and IR drop assume default switching activity.
