===== /design/flow/run.sh =====
#!/bin/bash
# OpenROAD 26Q1-2900-gdf79404cd8, Yosys 0.63+post, stock flow scripts
make -C /OpenROAD-flow-scripts/flow DESIGN_CONFIG=/design/flow/config.mk WORK_HOME=/design/flow/orfs finish

===== /design/flow/config.mk =====
export PLATFORM = sky130hd
export DESIGN_NAME = quadratic_Map
export DESIGN_NICKNAME = quadratic_Map
export VERILOG_FILES = /design/flow/design.v
export SDC_FILE = /design/flow/constraint.sdc
export NUM_CORES = 4
export LEC_CHECK = 1
export CORE_UTILIZATION = 40

===== /design/flow/constraint.sdc =====
current_design quadratic_Map

set clk_period 9.0
set clk_io_pct 0.2

create_clock -name clk0 -period $clk_period [get_ports {clk}]

set non_clock_inputs [all_inputs -no_clocks]
set_input_delay [expr $clk_period * $clk_io_pct] -clock clk0 $non_clock_inputs
set_output_delay [expr $clk_period * $clk_io_pct] -clock clk0 [all_outputs]

===== /design/flow/design.v =====
module quadratic_Map ( input clk,reset,              
		input signed [15:0] x_in , r, 					 
        output reg signed [15:0] x_out
		);
	reg signed [15:0] xn;
	reg signed [31:0] xn_sq, r_ext, temp;
	always @(posedge clk) begin
		if(reset) begin
			x_out<=xn;
		end
		else begin
			xn_sq<= xn * xn;
			r_ext <= r <<<15;    
			temp <= r_ext * xn_sq;    
			xn <= (16'sh7FFF - (temp >>> 30));  
		end
		x_out <= xn;
	end
endmodule

==> out/results.md <==
| Quantity | Value |
|:---|:---|
| Count of maximum capacitance violations | 0 |
| Total setup buffers inserted after CTS | 0 |
| Worst reg2reg path depth | 16 |
| Remaining global-route overflow | 0 |
| Pre-antenna DRT Iters | 4 |
| Max transition margin | 0.651 |
| Warning count from the yosys run | 1 |
| Post-Synthesis Mean Instance Area | 10.6 µm² |
| Post-CTS clock slew at the launch and capture registers of the worst setup and hold paths | 0.06 ns |
| Cell Count, Final, Fillers Out | 554 |
| Final number of setup-violating endpoints | 0 |
| Hold Vio Cnt, Final | 0 |
| Crit-path max FO | 15 |
| Hold-fix buffer count after cts | 0 |
| Vias in the first global route | 2533 |
| Number of violations reported at the end of detailed-routing iteration 0 | 34 |
| Crit path DRT | 9.01 ns |
| GRT Total Usage | 0.142 |
| Main kind of combinational logic by area | adder cells |
| Crit. End Element | flip-flop |
| Post-detailed-route count of antenna-violating nets | 0 |
| Crit Path Category | flip-flop to flip-flop |
| Drt wl/cell | 10.8 µm |
| Count of mapped cells out of synthesis | 386 |
| Class of the tightest hold or removal check | flip-flop to flip-flop |
| Initial antenna violation count | 0 |
| Xor-xnor portion of the synthesized cell area | 0.0653 |
| Count of standard-cell rows | 36 |
| Final routed wirelength across all metal layers | 5.99 mm |
| Cell count after placement | 546 |
| I/O pin cnt | 50 |
| Core ar. | 9820 µm² |
| Layout Area Growth over Synthesis | 12.5% |
| Fa+ha+maj area frac | 0.504 |
| Inserted Clock Buffers | 5 |
| Ratio of cells with drive above 1 in the final layout | 0.0238 |
| Number of unique standard cell types used by synthesis | 26 |
| Critical path startpoint | xn_sq[14] |
| Total standard cell area after synthesis | 4080 µm² |
| Register share after synthesis | 0.206 |
| Fmax | 163 MHz |
| Simple-Gate Area Share | 0.0693 |
| Design area | 4590 µm² |
| Yosys stat chip area | 4080 µm² |
| Max Root-Sink Buffers | 2 |
| Die outline area | 10600 µm² |
| Launch instance of the worst register-to-register path | xn_sq[14] |
| Max-slew violation count | 0 |
| Hold Startpoint | xn[15] |
| Starting utilization of the core area | 0.416 |
| Placed cell area | 4510 µm² |
| # diodes | 0 |
| RD Place Congestion | 0.855 |
| Minimum period implied by the final worst setup slack | 6.12 ns |
| Worst slew pin tran | 0.523 ns |
| Post-DP HPWL | 5.27 mm |
| DIE HEIGHT | 103 µm |
| TritonCTS clock tree | yes |
| Global-route wire length before repair | 11.0 mm |
| Width of the die | 103 µm |
| CTS Sinks | 29 |
| Result of the run | finished clean |
| Count of input and output buffers | 33 |
| Hold path cells | 0 |
| MUX share of area | 0 |
| Pin count of the biggest net entering global routing | 27 |
| Remaining DRCs | 0 |
| Setup repair after global routing missed its margin | false |
| Clock latency on the worst-skew pair | 0.27 ns |
| Number of warnings the tools reported | 47 |
| Post-route clock skew | 0.00635 ns |
| Count of instantiated cells in the yosys netlist | 386 |
| Root buf cell | sky130_fd_sc_hd__clkbuf_8 |
| Setup TNS after final layout | 0 ns |
| Vias per cell | 4.18 |
| Vias | 2317 |
| CTS H-tree depth | 2 |
| Flip-flop and latch count after synthesis | 29 |
| CP arrival | 6.13 ns |
| Gates resized, CTS repair | 0 |
| Startpoint type of the worst setup path | flip-flop |
| AND-OR/OR-AND share of the synthesized area | 0.0178 |
| Final cycle utilization of the critical path | 0.680 |
## metrics by stage
| stage | hold slack [ns] | utilization | setup slack (ns) |
|---|---|---|---|
| floorplan | 0.339 | - | 3.41 |
| global placement | 0.394 | 0.459 | 2.85 |
| detailed placement | 0.395 | 0.459 | 2.84 |
| CTS | 0.409 | 0.468 | 2.78 |
| global route | 0.415 | 0.468 | 2.41 |
| finish | 0.400 | 0.468 | 2.88 |
## metal layers
layer	wire, µm	share of wire	vias up	track usage
li1	-	-	1181	-
met1	2860	0.48	1077	0.216
met2	2760	0.46	55	0.236
met3	318	0.053	4	0.0310
met4	43	0.0072	0	0.00758
met5	0	0	-	0
## logic make-up (layout without fill, tap and decap cells)
group / after synthesis / in the layout
xor gates and xnor gates: 28 / 28
AOI/OAI and AO/OA: 12 / 12
and+or+nand+nor: 56 / 56
buffers and inverters: 135 / 161
other: 2 / 11
adders and majority gates: 124 / 124
DFF: 29 / 29
## flip-flops by register name, indices dropped and copies added (netlist names)
signal	count
x_out	3
xn	3
xn_sq	5
r_ext	16
temp	2
## synthesized netlist by cell type
master                     count  area share
sky130_fd_sc_hd__inv_1       119        0.11
sky130_fd_sc_hd__a21o_1        1      0.0018
sky130_fd_sc_hd__dfxtp_1       3       0.015
sky130_fd_sc_hd__xnor3_1       1      0.0055
sky130_fd_sc_hd__xnor2_1      22       0.047
sky130_fd_sc_hd__nand2_1      23       0.021
sky130_fd_sc_hd__nand3_1       2      0.0025
sky130_fd_sc_hd__o41ai_1       1      0.0021
sky130_fd_sc_hd__a211oi_1      1      0.0018
sky130_fd_sc_hd__xnor2_2       1      0.0040
sky130_fd_sc_hd__o22ai_1       2      0.0031
sky130_fd_sc_hd__and2_1       24       0.037
sky130_fd_sc_hd__fa_1         67        0.33
sky130_fd_sc_hd__conb_1        2      0.0018
sky130_fd_sc_hd__a31oi_1       1      0.0015
sky130_fd_sc_hd__o21ai_0       1      0.0012
sky130_fd_sc_hd__xor2_1        4      0.0086
sky130_fd_sc_hd__nand2b_1      1      0.0015
sky130_fd_sc_hd__clkbuf_1      3      0.0028
sky130_fd_sc_hd__nor2_1        3      0.0028
sky130_fd_sc_hd__edfxtp_1     26        0.19
sky130_fd_sc_hd__buf_4        13       0.024
sky130_fd_sc_hd__and3_1        1      0.0015
sky130_fd_sc_hd__or2_2         2      0.0031
sky130_fd_sc_hd__ha_1         57        0.17
sky130_fd_sc_hd__a21oi_1       5      0.0061
## worst max-delay path, cell delays in order, from the launching register on
cell and delay, ns:
sky130_fd_sc_hd__edfxtp_1 0.67, sky130_fd_sc_hd__nand2_1 0.26, sky130_fd_sc_hd__fa_1 0.78, sky130_fd_sc_hd__fa_1 0.61, sky130_fd_sc_hd__fa_1 0.54, sky130_fd_sc_hd__inv_1 0.05
sky130_fd_sc_hd__fa_1 0.46, sky130_fd_sc_hd__fa_1 0.55, sky130_fd_sc_hd__inv_1 0.06, sky130_fd_sc_hd__fa_1 0.52, sky130_fd_sc_hd__inv_1 0.04, sky130_fd_sc_hd__ha_1 0.29
sky130_fd_sc_hd__a21o_1 0.19, sky130_fd_sc_hd__a211oi_1 0.23, sky130_fd_sc_hd__a21oi_1 0.15, sky130_fd_sc_hd__a21oi_1 0.29, sky130_fd_sc_hd__xnor2_1 0.15
## worst paths after layout
path                to  slack, ns
max           temp[31]       2.88
min          x_out[15]       0.40
max reg2reg   temp[31]       2.88
min reg2reg  x_out[15]       0.40
## cells in the final DEF, fill, tap and decap left out, types with 5 or more instances in the layout
cell type                         count
sky130_fd_sc_hd__fa_1                67
sky130_fd_sc_hd__and2_1              24
sky130_fd_sc_hd__clkdlybuf4s50_1     33
sky130_fd_sc_hd__xnor2_1             22
sky130_fd_sc_hd__inv_1              119
sky130_fd_sc_hd__edfxtp_1            26
sky130_fd_sc_hd__clkbuf_8             5
sky130_fd_sc_hd__a21oi_1              5
sky130_fd_sc_hd__nand2_1             23
sky130_fd_sc_hd__ha_1                57
sky130_fd_sc_hd__conb_1              11
## final cells by class
| cell class | instances | area [µm²] |
|---|---|---|
| sequential | 29 | 841 |
| timing repair buffer | 34 | 338 |
| tap | 133 | 166 |
| clock buffer | 5 | 68.8 |
| clock inverter | 3 | 12.5 |
| multi-input combinational | 231 | 2720 |
| inverter | 119 | 447 |
| fill | 956 | 5230 |
